`config.mk`:
```
export PLATFORM = sky130hd
export DESIGN_NAME = Top_Problema1_FPGA_7SEG
export DESIGN_NICKNAME = Top_Problema1_FPGA_7SEG
export VERILOG_FILES = /design/flow/design.v
export SDC_FILE = /design/flow/constraint.sdc
export NUM_CORES = 4
export LEC_CHECK = 1
export CORE_UTILIZATION = 50
```
`constraint.sdc`:
```
current_design Top_Problema1_FPGA_7SEG

set clk_period 5.6
set clk_io_pct 0.2

create_clock -name clk0 -period $clk_period [get_ports {CLOCK_50}]

set non_clock_inputs [all_inputs -no_clocks]
set_input_delay [expr $clk_period * $clk_io_pct] -clock clk0 $non_clock_inputs
set_output_delay [expr $clk_period * $clk_io_pct] -clock clk0 [all_outputs]
```
`design.v`:
```
module Problema1 #(
    parameter int WIDTH = 4,
    parameter bit SIGNED_OVF = 1
)(
    input  logic [WIDTH-1:0] A,
    input  logic [WIDTH-1:0] B,
    input  logic [3:0]       opcode,    
    output logic [WIDTH-1:0] result,
    output logic             N, Z, C, V
);
    logic [WIDTH-1:0] addResult;
    logic             addCout;
    suma_parametrizable #(.N(WIDTH)) u_add (
        .A    (A),
        .B    (B),
        .CIN  (1'b0),
        .suma (addResult),
        .cout (addCout)
    );
    logic [WIDTH-1:0] subResult;
    logic             subBorrow;
    restador_parametrizable #(.N(WIDTH)) u_sub (
        .A          (A),
        .B          (B),
        .BORROW_IN  (1'b0),
        .DIFF       (subResult),
        .BORROW_OUT (subBorrow)
    );
    logic [2*WIDTH-1:0] prod_full;
    multiplier #(.N(WIDTH)) u_mul (
        .a (A),
        .b (B),
        .product (prod_full)
    );
    logic [WIDTH-1:0] Q_div, Q_mod;
    logic             div0;
    always_comb begin
        if (B == '0) begin
            Q_div = '0;
            Q_mod = '0;
            div0  = 1'b1;
        end else begin
            Q_div = A / B;    
            Q_mod = A % B;    
            div0  = 1'b0;
        end
    end
    logic [WIDTH-1:0] Q_and, Q_or, Q_xor;
    assign Q_and = A & B;
    assign Q_or  = A | B;
    assign Q_xor = A ^ B;
    logic [WIDTH-1:0] Q_shl, Q_shr;
    assign Q_shl = A << 1;
    assign Q_shr = A >> 1;
	always_comb begin
		 unique case (opcode)
			  4'b0000: result = addResult;              
			  4'b0001: result = subResult;              
			  4'b0010: result = prod_full[WIDTH-1:0];   
			  4'b0011: result = Q_div;                  
			  4'b0100: result = Q_and;                  
			  4'b0101: result = Q_or;                   
			  4'b0110: result = Q_xor;                  
			  4'b0111: result = Q_mod;                  
			  4'b1000: result = Q_shl;                  
			  4'b1001: result = Q_shr;                  
			  default: result = '0;
		 endcase
	end
    assign Z = (result == '0);
    assign N = result[WIDTH-1];
	always_comb begin
		 C = 1'b0;
		 unique case (opcode)
			  4'b0000: C = addCout;                      
			  4'b0001: C = ~subBorrow;                   
			  4'b0010: C = |prod_full[2*WIDTH-1:WIDTH];  
			  4'b1000: C = A[WIDTH-1];                   
			  4'b1001: C = A[0];                         
			  default: C = 1'b0;
		 endcase
	end
	localparam int MSB = WIDTH-1;
	wire V_add_signed = (A[MSB] == B[MSB]) && (addResult[MSB] != A[MSB]);
	wire V_sub_signed = (A[MSB] != B[MSB]) && (subResult[MSB] != A[MSB]);
	wire upper_all_zero = ~|prod_full[2*WIDTH-1:WIDTH];
	wire upper_all_ones =  &prod_full[2*WIDTH-1:WIDTH];
	wire prod_sign      =  prod_full[2*WIDTH-1];
	wire V_mul_signed   = !( (prod_sign && upper_all_ones) || (!prod_sign && upper_all_zero) );
	wire V_mul_unsigned = !upper_all_zero;
	always_comb begin
		 V = 1'b0;
		 unique case (opcode)
			  4'b0000: V = SIGNED_OVF ? V_add_signed   : C;             
			  4'b0001: V = SIGNED_OVF ? V_sub_signed   : ~subBorrow;    
			  4'b0010: V = SIGNED_OVF ? V_mul_signed   : V_mul_unsigned;  
			  4'b0011: V = div0;                                        
			  default: V = 1'b0;
		 endcase
	end
endmodule
module Top_Problema1_FPGA_7SEG #(
    parameter int WIDTH = 4
)(
    input  logic        CLOCK_50,         
    input  logic [9:0]  SW,               
    input  logic [3:0]  KEY,              
    output logic [9:0]  LEDR,             
    output logic [6:0]  HEX0, HEX1, HEX2, HEX3, HEX4, HEX5  
);
    logic [WIDTH-1:0] A_reg, B_reg;
    logic [3:0]       opcode_reg;
    logic key0_sync, key0_sync_d;
    always_ff @(posedge CLOCK_50 or negedge KEY[1]) begin
        if (!KEY[1]) begin
            key0_sync   <= 1'b1;
            key0_sync_d <= 1'b1;
        end else begin
            key0_sync_d <= key0_sync;
            key0_sync   <= KEY[0];
        end
    end
    wire load_pulse = (key0_sync_d == 1'b1) && (key0_sync == 1'b0);
    logic k2_q, k2_d, k3_q, k3_d;
    always_ff @(posedge CLOCK_50 or negedge KEY[1]) begin
        if (!KEY[1]) begin
            k2_q <= 1'b1; k2_d <= 1'b1;
            k3_q <= 1'b1; k3_d <= 1'b1;
        end else begin
            k2_d <= k2_q; k2_q <= KEY[2];
            k3_d <= k3_q; k3_q <= KEY[3];
        end
    end
    wire k2_fall = (k2_d == 1'b1) && (k2_q == 1'b0);  
    wire k3_fall = (k3_d == 1'b1) && (k3_q == 1'b0);  
	localparam int OPC_MIN = 4'h0;
	localparam int OPC_MAX = 4'h9;
    always_ff @(posedge CLOCK_50 or negedge KEY[1]) begin
        if (!KEY[1]) begin
            opcode_reg <= 4'h0;  
        end else begin
            if (k2_fall) begin
                opcode_reg <= (opcode_reg == OPC_MAX) ? OPC_MIN : (opcode_reg + 4'd1);
            end else if (k3_fall) begin
                opcode_reg <= (opcode_reg == OPC_MIN) ? OPC_MAX : (opcode_reg - 4'd1);
            end
        end
    end
    always_ff @(posedge CLOCK_50 or negedge KEY[1]) begin
        if (!KEY[1]) begin
            A_reg <= '0;
            B_reg <= '0;
        end else if (load_pulse) begin
            A_reg <= SW[4:1];    
            B_reg <= SW[8:5];    
        end
    end
    logic [WIDTH-1:0] result_w;
    logic N_w, Z_w, C_w, V_w;
    Problema1 #(.WIDTH(WIDTH)) dut (
        .A      (A_reg),
        .B      (B_reg),
        .opcode (opcode_reg),
        .result (result_w),
        .N      (N_w),
        .Z      (Z_w),
        .C      (C_w),
        .V      (V_w)
    );
    logic [WIDTH-1:0] result_r;
    logic N_r, Z_r, C_r, V_r;
    always_ff @(posedge CLOCK_50 or negedge KEY[1]) begin
        if (!KEY[1]) begin
            result_r <= '0;
            N_r <= 1'b0; Z_r <= 1'b0; C_r <= 1'b0; V_r <= 1'b0;
        end else begin
            result_r <= result_w;
            N_r <= N_w; Z_r <= Z_w; C_r <= C_w; V_r <= V_w;
        end
    end
    function automatic logic [6:0] hex7seg_active_low(input logic [3:0] x);
        case (x)
            4'h0: hex7seg_active_low = 7'b1000000;
            4'h1: hex7seg_active_low = 7'b1111001;
            4'h2: hex7seg_active_low = 7'b0100100;
            4'h3: hex7seg_active_low = 7'b0110000;
            4'h4: hex7seg_active_low = 7'b0011001;
            4'h5: hex7seg_active_low = 7'b0010010;
            4'h6: hex7seg_active_low = 7'b0000010;
            4'h7: hex7seg_active_low = 7'b1111000;
            4'h8: hex7seg_active_low = 7'b0000000;
            4'h9: hex7seg_active_low = 7'b0010000;
            4'hA: hex7seg_active_low = 7'b0001000;  
            4'hB: hex7seg_active_low = 7'b0000011;  
            4'hC: hex7seg_active_low = 7'b1000110;  
            4'hD: hex7seg_active_low = 7'b0100001;  
            4'hE: hex7seg_active_low = 7'b0000110;  
            4'hF: hex7seg_active_low = 7'b0001110;  
            default: hex7seg_active_low = 7'b1111111;  
        endcase
    endfunction
    localparam logic [6:0] HEX_OFF = 7'b1111111;
    always_comb begin
        HEX0 = hex7seg_active_low(result_r[3:0]);
        HEX1 = HEX_OFF;
        HEX2 = hex7seg_active_low(B_reg[3:0]);
        HEX3 = hex7seg_active_low(A_reg[3:0]);
        HEX4 = hex7seg_active_low(opcode_reg[3:0]);
        HEX5 = HEX_OFF;
    end
    always_comb begin
        LEDR        = '0;
        LEDR[3:0]   = result_r;
        LEDR[9]     = N_r;
        LEDR[8]     = Z_r;
        LEDR[7]     = C_r;
        LEDR[6]     = V_r;
    end
endmodule
module restador_parametrizable #(parameter int N = 4)(
    input  logic [N-1:0] A,
    input  logic [N-1:0] B,
    input  logic BORROW_IN,
    output logic [N-1:0] DIFF,
    output logic BORROW_OUT
);
    logic [N-1:0] B_comp;  
    assign B_comp = B ^ {N{1'b1}};  
    logic carry_internal;
    suma_parametrizable #(N) U1 (
        .A(A),
        .B(B_comp),
        .CIN(~BORROW_IN),  
        .suma(DIFF),
        .cout(carry_internal)
    );
    assign BORROW_OUT = ~carry_internal;
endmodule
module multiplier #(
    parameter int N = 4
)(
    input  logic [N-1:0]     a,
    input  logic [N-1:0]     b,
    output logic [2*N-1:0]   product
);
    logic [2*N-1:0] stage   [0:N];
    logic [2*N-1:0] partial [0:N-1];
    assign stage[0] = '0;
    genvar i;
    generate
        for (i = 0; i < N; i++) begin : gen_pp
            assign partial[i] = b[i] ? ({{N{1'b0}}, a} << i) : '0;
            logic cout_unused;
            suma_parametrizable #(.N(2*N)) add_i (
                .A    (stage[i]),
                .B    (partial[i]),
                .CIN  (1'b0),
                .suma (stage[i+1]),
                .cout (cout_unused)
            );
        end
    endgenerate
    assign product = stage[N];
endmodule
module suma_parametrizable #(
    parameter int N = 4
)(
    input  logic [N-1:0] A,
    input  logic [N-1:0] B,
    input  logic         CIN,
    output logic [N-1:0] suma,
    output logic         cout
);
    logic [N-1:0] carry;  
    genvar i;
    generate
        for (i = 0; i < N; i++) begin : sum_loop
            if (i == 0) begin
                suma_posicion fa (
                    .A     (A[i]),
                    .B     (B[i]),
                    .Carry (CIN),
                    .suma  (suma[i]),
                    .Cout  (carry[i])
                );
            end else begin
                suma_posicion fa (
                    .A     (A[i]),
                    .B     (B[i]),
                    .Carry (carry[i-1]),
                    .suma  (suma[i]),
                    .Cout  (carry[i])
                );
            end
        end
    endgenerate
    assign cout = carry[N-1];
endmodule
module suma_posicion (
    input  logic A,
    input  logic B,
    input  logic Carry,
    output logic suma,
    output logic Cout
);
    assign suma = A ^ B ^ Carry;
    assign Cout = (A & B) | (A & Carry) | (B & Carry);
endmodule
```
`run.sh`:
```
#!/bin/bash
# OpenROAD 26Q1-2900-gdf79404cd8, Yosys 0.63+post, stock flow scripts
make -C /OpenROAD-flow-scripts/flow DESIGN_CONFIG=/design/flow/config.mk WORK_HOME=/design/flow/orfs finish
```
==> run_results.csv <==
group,metric,value,unit
logic_synthesis,ys_types,72,
power,seqPwrFrac,20.7,%
setup_path,crit_path_start_kind,"register",
power,powerDensity,387,nW/um^2
grt,grt_max_degree,26,
logic_synthesis,edf_count,0,
sta,rsz0062_at_grt,"false",
cts,clockBufferDepth,2,
route,drt_wl_total,7.93,mm
die,dieWidth,85.5,um
logic_synthesis,async_reset_ff_share,100,%
sta,slew_violations,0,
job,cap_violations,0,
grt,antenna_found_initial,0,
power,swShare,43.9,%
grt,grt_pass1_vias,2723,
sta,finalSetupViolCount,0,
setup_path,crit_family,"AND-OR/OR-AND gates",
cells_and_area,area_growth,15.7,%
route,firstDrtPassIters,4,
sta,worst_pin_slew,0.842,ns
cts,cts.sinks,25,
grt,grt_use_total,24.4,%
setup_path,slowest_delay,0.57,ns
sta,tns,0,ns
die,rows,30,
logic_synthesis,synthesis.area,3490,um^2
power,pwr-share-comb,72.0,%
logic_synthesis,ys_area,3490,um^2
sta,min_period_over_period,91.4,%
die,fp_util,51.6,%
sta,relSlewSlack,43.7,%
logic_synthesis,synth_flops,25,
logic_synthesis,synth_cells,411,
cts,clkLatencyLatePin,0.27,ns
logic_synthesis,synth.avg_cell_area,8.49,um^2
setup_path,slowest_stage,"or4b_1",
route,drt_iter0_markers,141,
setup_path,path_cells,"or4b_1 -> a22oi_1 -> ha_1 -> o21a_1 -> o21ai_2 -> mux2_4 -> inv_1 -> ha_1 -> o211ai_1 -> a21oi_1 -> a221oi_1 -> inv_1 -> fa_1 -> a31oi_1 -> nor3_1 -> nand2_1 -> o311ai_0 -> buf_4 -> nor4_2",
job,tool_warnings,55,
cts,hold_buffers,0,
setup_path,r2r-start,"B_reg[1]",
power,p_int,877,uW
route,vias_per_cell,5.55,
power,p_leak,1.80,nW
setup_path,required,5.78,ns
cts,htree_levels,1,
placed_design,io_buffer_count,48,
setup_path,worst-path-buf-inv,3,
cells_and_area,drive_above_1_share,9.71,%
setup_path,reg2reg_depth,19,
grt,grt_pass1_wl,13.7,mm
die,chipArea,7320,um^2
route,antennaDiodeCount,0,
die,coreArea,6760,um^2
die,io_pins,67,
placed_design,place.gp.congestion,0.873,
sta,fin_crit,5.12,ns
grt,gr-total-overflow,0,
power,p_clk_share,7.3,%
logic_synthesis,ff_type,"dfrtp_1",
placed_design,hpwlAfterDp,6.10,mm
sta,timing.fmax,0.195,GHz
logic_synthesis,ys_seq_share,18.1,%
route,post_drt_wl_per_cell,14.9,um
cells_and_area,fin_cells,533,
setup_path,reg2reg_to,"Z_r",
setup_path,critPathKind,"register to register",
setup_path,cp.depth,19,
setup_path,setup.worst_path.end_class,"register",
setup_path,critPathMaxFanout,10,
cts,cts_tree,"done",
run_status,status,"finished clean",
cts,cts_resized,0,
route,vias,2960,
cts,post_cts.repair.setup_buffers,0,
route,postRouteAntennaNets,0,
cts,numCtsBuffers,3,
hold_path,hp-class,"register to register",
sta,hold_viol_final,0,
logic_synthesis,ys_cells,411,
setup_path,crit_start,"B_reg[1]",
placed_design,place_inst,529,
power,peakVddDrop,0.000222,V
setup_path,reg2reg_slack,0.48,ns
logic_synthesis,yosys_warnings,7,
setup_path,crit_arrival,5.30,ns
die,die_h,85.5,um
cts,clk_pin_slew,0.10,ns
setup_path,critical_path.endpoint,"Z_r",
route,drcViolationCount,0,
cts,cts-root-buf,"clkbuf_8",
power,netSwitchingPower,685,uW
sta,fin_skew,0.00679,ns
## power by group through the flow
stage / combinational [mW] / sequential (mW) / clock, mW
6_report: 1.12 / 0.324 / 0.114
4_1_cts: 1.13 / 0.324 / 0.119
5_1_grt: 1.27 / 0.337 / 0.126
## per-layer routing
metal	vias up	share of wire [%]	wire (um)	track usage, %
li1	1489	-	-	-
met1	1369	49	3860	40.3
met2	94	44	3520	36.1
met3	8	5.8	462	4.10
met4	0	1.0	79	2.58
met5	-	0	0	0
## placed cells by master (no fill, tap or decap), drive strengths merged, types with 15 or more instances in the layout
cell and instances:
inv 37, clkdlybuf4s50 48, ha 49, fa 15, nand2 40, dfrtp 19, conb 16, o21ai 37
a21oi 16, nor2 33
## cell families (layout without fill, tap and decap cells)
| kind of cell | count (synthesis) | in the layout | synth area share (%) |
|---|---|---|---|
| other | 2 | 16 | 0.215 |
| XOR/XNOR | 4 | 4 | 1.00 |
| AND-OR/OR-AND | 106 | 106 | 20.5 |
| buffers and inverters | 77 | 105 | 11.0 |
| AND/OR/NAND/NOR | 113 | 113 | 15.8 |
| multiplexers | 20 | 20 | 7.13 |
| adder cells (fa/ha/maj) | 64 | 64 | 26.2 |
| flip-flops | 25 | 25 | 18.1 |
## layout make-up
type	instances	area [um^2]
Tap cell	80	100
Inverter	39	146
Clock inverter	1	8.76
Multi-Input combinational cell	323	2520
Timing Repair Buffer	62	586
Clock buffer	3	41.3
Sequential cell	25	633
Fill cell	601	2720
## worst min path at each step
stage / start / to / cells past startpoint
finish: k3_q / k3_d / 0
global route: k3_q / k3_d / 0
CTS: k3_q / k3_d / 0
## stage by stage
| stage | util [%] | hold WS (ns) | area [um^2] | setup slack [ns] | total power [mW] |
|---|---|---|---|---|---|
| 2_1_floorplan | - | 0.351 | 3540 | 0.622 | 1.04 |
| 4_1_cts | 59.8 | 0.370 | 4040 | 0.466 | 1.57 |
| 6_report | 59.8 | 0.368 | 4040 | 0.480 | 1.56 |
| 5_1_grt | 59.8 | 0.376 | 4040 | 0.00264 | 1.74 |
| 3_3_place_gp | 59.0 | 0.355 | 3990 | 0.512 | 1.44 |
| 3_5_place_dp | 59.0 | 0.355 | 3990 | 0.511 | 1.45 |
## synth_stat cells, types with 9 or more instances
| master | number | area [um^2] |
|---|---|---|
| a21oi_1 | 15 | 75.1 |
| buf_4 | 21 | 158 |
| clkbuf_1 | 11 | 41.3 |
| dfrtp_1 | 19 | 475 |
| fa_1 | 15 | 300 |
| ha_1 | 49 | 613 |
| inv_1 | 35 | 131 |
| mux2i_1 | 11 | 110 |
| nand2_1 | 40 | 150 |
| nand3_1 | 9 | 45.0 |
| nor2_1 | 32 | 120 |
| o21ai_0 | 35 | 175 |
Power figures rest on the tool's default switching activity, not on a simulated workload.
